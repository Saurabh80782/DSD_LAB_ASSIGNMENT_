==> flow/design.v <==
`timescale 1ns / 1ps
module counter_design(
    input clk,
    input reset,
    input up_down,            
    output reg [3:0] count
    );
    always @(posedge clk or posedge reset) begin
    if (reset)
        count <= 0;
    else if (up_down)
        count <= count + 1;
    else
        count <= count - 1;
end
endmodule
==> flow/run.sh <==
#!/bin/bash
# OpenROAD 26Q1-2900-gdf79404cd8, Yosys 0.63+post, stock flow scripts
make -C /OpenROAD-flow-scripts/flow DESIGN_CONFIG=/design/flow/config.mk WORK_HOME=/design/flow/orfs finish
==> flow/config.mk <==
export PLATFORM = sky130hd
export DESIGN_NAME = counter_design
export DESIGN_NICKNAME = counter_design
export VERILOG_FILES = /design/flow/design.v
export SDC_FILE = /design/flow/constraint.sdc
export NUM_CORES = 4
export LEC_CHECK = 1
export CORE_AREA = 10 10 70 70
export DIE_AREA = 0 0 80 80
==> flow/constraint.sdc <==
current_design counter_design

set clk_period 2.8
set clk_io_pct 0.2

create_clock -name clk0 -period $clk_period [get_ports {clk}]

set non_clock_inputs [all_inputs -no_clocks]
set_input_delay [expr $clk_period * $clk_io_pct] -clock clk0 $non_clock_inputs
set_output_delay [expr $clk_period * $clk_io_pct] -clock clk0 [all_outputs]
==> flow_summary.json <==
{
  "result_of_the_run": "finished clean",
  "yosysSeqAreaShare": 0.503,
  "drt-pass1-iter-count": 2,
  "preCtsSetupSlack_ps": 804,
  "filler_cell_count": 406,
  "path_class": "in2reg",
  "totalNegativeSetupSlack_ps": 0,
  "vias_per_cell": 1.96,
  "die_area_um2": 6400,
  "use_met3": 0.0284,
  "timing.critical_path.to_type": "register",
  "power_density_nw_per_um2": 822,
  "cts.clk_slew.worst_paths_ps": 40,
  "regToRegStartpoint": "count[1]",
  "ys_chip_area_um2": 199,
  "synth_area_per_cell_um2": 13.3,
  "place.gp.congestion": 0.748,
  "io-pin-count": 7,
  "report.final.setup_viol": 0,
  "timing.final.max_slew_violations": 0,
  "synthToLayoutAreaGrowth_pct": 70.4,
  "cts_num_sinks": 4,
  "layout_top_registers": "count (4)",
  "cap_viol_max_count": 0,
  "synth_warnings": 1,
  "grt_max_degree": 5,
  "detail_route.wl_per_cell_um": 5.94,
  "initial_core_util": 0.0582,
  "startpoint": "up_down",
  "synth-cells-yosys": 15,
  "wp_data_required_ps": 2960,
  "cts.root.buffer_cell": "clkbuf_4",
  "synth-seq-cells": 4,
  "cts-htree-levels": 1,
  "final_antenna_net_count": 0,
  "grt_util_met2": 0.0120,
  "fraction_of_layout_cells_with_a_size_suffix_above_1": 0.167,
  "max-slew-margin-rel": 0.876,
  "netlist-cell-type-count": 8,
  "post_cts.repair.setup_buffers": 0,
  "cts.hold.buffers_added": 0,
  "drt_iter0_drc": 2,
  "tritoncts_clock_tree": "built",
  "grt_first_pass_wirelength_um": 731,
  "critical_path_peak_fanout": 3,
  "grt_usage": 0.0163,
  "placed_inst_area_um2": 317,
  "route.final.wire_length_um": 416,
  "power_leakage_nw": 0.141,
  "lay_top_count": "clkdlybuf4s50_1",
  "largest_register_by_flop_count": "count",
  "grt_pass1_vias": 147,
  "cts_repair_resize_count": 0,
  "detail_route.antenna_diodes": 0,
  "cts_buffers": 3,
  "globalRoute.busiestLayer": "met3",
  "mappedNetlistArea_um2": 199,
  "final_core_utilization": 0.0993,
  "critPathLaunchType": "input port",
  "grt_antenna_before_repair": 0,
  "floorplan.core_area_um2": 3420,
  "floorplan.rows": 21,
  "layout.cell_area.non_filler_um2": 339,
  "via_count": 137,
  "layout_setup_ws_ps": 1050,
  "overflow": 0,
  "finalHoldViolCount": 0,
  "fin_worst_skew_ps": 0.328,
  "fp.dieW_um": 80,
  "largest_register_ffs": 4,
  "die_height_um": 80,
  "worst_pin_slew_ps": 184,
  "worstPathArrival_ps": 1900,
  "min-delay-path-class": "in2async",
  "number_of_openroad_warnings": 25,
  "grt_setup_unrepaired": "false",
  "clkLatencyLatePin_ps": 230,
  "period_utilization": 0.624,
  "cts_buffer_depth": 2,
  "port_buffers": 6,
  "most_frequent_cells_in_the_layout": "clkdlybuf4s50_1, dfrtp_1, inv_1, clkbuf_4",
  "finalWorstPathRequiredPeriod_ps": 1750,
  "synthesis.instances": 15,
  "worst_vdd_rail_ir_drop_mv": 0.127,
  "grt_use_met1": 0.0195,
  "achievable-frequency_mhz": 573,
  "remaining_drc_errors": 0
}
kinds of logic after synthesis:
logic type,share of synthesized area
adders and majority gates,0.226
xor gates and xnor gates,0.132
DFF,0.503
AOI/OAI and AO/OA,0.0818
buffers and inverters,0.0566
through the flow:
step / hold slack, ps / cells / power (mW)
floorplan: 326 / 15 / 0.153
global placement: 493 / 67 / 0.210
detailed placement: 510 / 67 / 0.214
CTS: 514 / 70 / 0.287
global route: 530 / 70 / 0.312
finish: 512 / 70 / 0.279
power breakdown:
group	total, mW	internal, mW	leakage, nW	switching, mW
combinational	0.110	0.0750	0.0781	0.0350
sequential	0.0984	0.0820	0.0496	0.0164
clock	0.0703	0.0479	0.0138	0.0225
total	0.279	0.205	0.141	0.0738
final cells by class:
cell class | instances | area (µm²) | area share
clock buffers | 3 | 22.5 | 0.0664
multi-input cells | 8 | 87.6 | 0.258
repair buffers | 6 | 60.1 | 0.177
inverters | 3 | 11.3 | 0.0332
well taps | 46 | 57.6 | 0.170
flip-flops and latches | 4 | 100 | 0.295
per-layer routing:
metal	up-vias	wire length, µm
li1	66	-
met5	-	0
met3	0	129
met2	10	112
met4	0	0
met1	61	174
cells in the mapped netlist:
cell type	instances	area, µm²
dfrtp_1	4	100
inv_1	3	11.3
ha_1	2	25.0
xnor2_1	2	17.5
a21o_1	1	7.51
a21oi_2	1	8.76
fa_1	1	20.0
xor2_1	1	8.76
critical path: stages:
cell and delay [ps]:
clkdlybuf4s50_1 500, inv_1 100, ha_1 300, a21o_1 190
a21oi_2 140, xnor2_1 120
worst paths after layout:
kind | to | slack (ps) | cells past startpoint
setup / recovery | count[3] | 1050 | 6
hold / removal | count[3] | 510 | 2
setup reg to reg | count[3] | 1600 | 4
hold reg to reg | count[0] | 520 | 1
max in group asynchronous | count[0] | 2140 | 2
min in group clk0 | count[0] | 520 | 1
Power and IR drop assume default switching activity.
