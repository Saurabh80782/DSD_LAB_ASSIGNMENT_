$ cat design/flow/config.mk
export PLATFORM = sky130hd
export DESIGN_NAME = universal_adder_subtractor
export DESIGN_NICKNAME = universal_adder_subtractor
export VERILOG_FILES = /design/flow/design.v
export SDC_FILE = /design/flow/constraint.sdc
export NUM_CORES = 4
export LEC_CHECK = 1
export CORE_AREA = 10 10 70 70
export DIE_AREA = 0 0 80 80
$ cat design/flow/constraint.sdc
current_design universal_adder_subtractor

set clk_period 3.6
set clk_io_pct 0.2

create_clock -name clk0 -period $clk_period

set non_clock_inputs [all_inputs -no_clocks]
set_input_delay [expr $clk_period * $clk_io_pct] -clock clk0 $non_clock_inputs
set_output_delay [expr $clk_period * $clk_io_pct] -clock clk0 [all_outputs]
$ cat design/flow/design.v
module universal_adder_subtractor (
    input  wire [3:0] A,
    input  wire [3:0] B,
    input  wire M,          
    output wire [3:0] Result,
    output wire Cout
);
    wire [3:0] B_mod;
    wire Cin;
    assign B_mod = B ^ {4{M}};
    assign Cin = M;
    assign {Cout, Result} = A + B_mod + Cin;
endmodule
$ cat design/flow/run.sh
#!/bin/bash
# OpenROAD 26Q1-2900-gdf79404cd8, Yosys 0.63+post, stock flow scripts
make -C /OpenROAD-flow-scripts/flow DESIGN_CONFIG=/design/flow/config.mk WORK_HOME=/design/flow/orfs finish
==> results.toml <==
# flow metrics
[finish]
ff_count = 0
drive_gt1_share_pct = 8.57
flop_area_um2 = 0
fin_cells = 81
fill_cells = 406
area_growth_pct = 119
n_clock_buffer = 0
comb_area_um2 = 184

[pwr]
vdd_drop_max_mv = 0.0618
p_int_w = 0.0000449
p_comb_share_pct = 100.0
p_leak_nw = 0.150
power_frac_seq_pct = 0
power_density_nw_per_um2 = 179
power_frac_clock_pct = 0
netSwitchingFraction_pct = 36.3
switchingPower_w = 0.0000256

[global_routing]
grt_max_degree = 6
grt.total_usage_pct = 1.97
antenna_found_initial = 0
grt_pass1_wl_mm = 1.05
grt.overflow.total = 0
grt_pass1_vias = 234

[placed_design]
placed_cells = 81
port_buffers = 14
routabilityCongestion = 0.739
hpwl_um = 599

[timing]
rsz0062_at_grt = "no"
fin_crit_sh_pct = 93.5
maxSlewViolCount = 0
setup_tns_ps = 0
setup_viol = 0
worstMarginPinSlew_ps = 242
max_freq_ghz = 0.297
holdWs_ps = 2270
hold_viol_final = 0
fin_crit_ps = 3370
slew_headroom_pct = 83.6

[routing]
vias = 213
wirelength_um = 652
route.detailed.drc = 0
viasPerCell = 2.63
drt-wirelength-per-cell_um = 8.05
drt-initial-drc-count = 5
ant_nets = 0
dr.pass1.iters = 2
antennaDiodeCount = 0

[critical_path]
critPathCapture = "Result[2]"
crit_required_ps = 2880
crit_fanout = 3
crit_path_start_kind = "input pin"
arrival_ps = 2650
endpoint_kind = "output pin"
crit_type = "input pin to output pin"
crit_path_start = "B[0]"

[die]
core_area_um2 = 3420
fp_util_pct = 5.27
rows = 21
die-area_um2 = 6400
die_w_um = 80
ios = 14
die_height_um = 80

[logic_synthesis]
syn_area_um2 = 180
synth_cell_types = 12
top_area_cell = "xor2_1"
synthCells = 20
topCellsByArea = "xor2_1 (24%), ha_1 (21%), fa_1 (11%), mux2_4 (8.3%), nand4_1 (6.9%)"
netlist.area_leader.share_pct = 24.3
avgSynthCellArea_um2 = 9.01
yosys_cells = 20
yosys_area_um2 = 180
postSynthSeqShare_pct = 0
synth_warnings = 0

[clocking]
cts_hold_buf = 0
post_cts_buffers = 0

[run]
timing.max_cap.violations = 0
tool_warnings = 32

[status]
status = "complete, no violations"

[hold_path]
hold_class = "input pin to output pin"
==> layer usage <==
| layer | routed length [µm] | track usage (%) |
|---|---|---|
| met4 | 0 | 0 |
| met2 | 202 | 2.33 |
| met1 | 338 | 2.92 |
| met5 | 0 | 0 |
| met3 | 111 | 1.36 |
==> cells in the final DEF (no fill, tap or decap) <==
| cell type | n |
|---|---|
| a21oi_1 | 2 |
| a31oi_1 | 1 |
| buf_4 | 1 |
| clkdlybuf4s50_1 | 12 |
| dlygate4sd2_1 | 1 |
| dlymetal6s2s_1 | 1 |
| fa_1 | 1 |
| ha_1 | 3 |
| inv_1 | 1 |
| mux2_4 | 1 |
| nand4_1 | 2 |
| nor3b_1 | 1 |
| nor4b_1 | 1 |
| o21bai_1 | 1 |
| or4_1 | 1 |
| xor2_1 | 4 |
| xor2_2 | 1 |
==> power by group through the flow <==
stage	clock (W)	sequential (W)	combinational, W
after global routing	0	0	0.0000804
final	0	0	0.0000704
after CTS	0	0	0.0000727
==> area by class of cell <==
type,instances,area share (%)
Multi-Input combinational cell,19,46.7
Timing Repair Buffer,15,37.8
Inverter,1,0.952
Tap cell,46,14.6
==> worst min path at each step <==
stage / start / endpoint / depth (start not counted)
6_report: M / Result[3] / 5
5_1_grt: M / Result[3] / 5
4_1_cts: A[0] / Result[0] / 3
==> per-stage QoR <==
| step | setup WS [ps] | total power [W] | util [%] | cell area, µm² |
|---|---|---|---|---|
| after detailed placement | -1.51 | 0.0000728 | 11.3 | 385 |
| after CTS | 84.9 | 0.0000727 | 11.2 | 384 |
| after floorplan | 1090 | 0.0000256 | - | 180 |
| final | 232 | 0.0000704 | 11.5 | 394 |
| after global routing | 130 | 0.0000804 | 11.5 | 394 |
| after global placement | 12.3 | 0.0000707 | 11.3 | 385 |
==> kinds of logic (layout without fill, tap and decap cells) <==
logic type               count (synthesis)  count (layout)  synth area share, %
adder cells (fa/ha/maj)                  4               4                 31.9
multiplexers                             1               1                 8.33
XOR/XNOR                                 5               5                 24.3
AND-OR/OR-AND                            4               4                 13.2
buffers and inverters                    1              16                 2.08
AND/OR/NAND/NOR                          5               5                 20.1
==> synthesized netlist by cell type <==
library cell  count
a31oi_1           1
xor2_1            5
ha_1              3
or4_1             1
mux2_4            1
nor3b_1           1
o21bai_1          1
nor4b_1           1
inv_1             1
nand4_1           2
a21oi_1           2
fa_1              1
==> repair_timing <==
item / CTS / global route
pin swaps: 0 / 2
resized: 1 / 2
gates cloned: 0 / 0
hold endpoints to repair: 0 / 0
endpoints found under the setup margin: 1 / 1
==> worst max-delay path, cell delays in order <==
cell	delay [ps]
clkdlybuf4s50_1	510
mux2_4	330
fa_1	410
xor2_1	180
clkdlybuf4s50_1	490
Power figures rest on the tool's default switching activity, not on a simulated workload.
